==> flow/design.v <==
module vga( input pxl_clk,
            input reset_n,
            output reg [9:0] hcount,
            output reg [9:0] vcount,
            output reg vsync,
            output reg hsync );
    always @ (posedge pxl_clk or negedge reset_n)
    begin : hcounter
        if (!reset_n) hcount <= 0;
        else if (hcount <= 799) hcount <= hcount + 1'b1;
        else hcount <= 0;
    end
    always @ (posedge pxl_clk or negedge reset_n)
    begin : vcounter
        if (!reset_n) vcount <= 0;
        else if (hcount == 799 && vcount <= 524) vcount <= vcount + 1'b1;
        else if(vcount <= 524) vcount <= vcount;
        else vcount <= 0;
    end
    always @ (posedge pxl_clk)
    begin : hsync_decoder
        if (hcount >= 656 && hcount <= 752) hsync <= 1;
        else hsync <= 0;
    end
    always @ (posedge pxl_clk)
    begin : vsync_decoder
        if (vcount >= 490 && vcount <= 492) vsync <= 1;
        else vsync <= 0;
    end
endmodule
==> flow/run.sh <==
#!/bin/bash
# OpenROAD 26Q1-2900-gdf79404cd8, Yosys 0.63+post, stock flow scripts
make -C /OpenROAD-flow-scripts/flow DESIGN_CONFIG=/design/flow/config.mk WORK_HOME=/design/flow/orfs finish
==> flow/config.mk <==
export PLATFORM = sky130hd
export DESIGN_NAME = vga
export DESIGN_NICKNAME = vga
export VERILOG_FILES = /design/flow/design.v
export SDC_FILE = /design/flow/constraint.sdc
export NUM_CORES = 4
export LEC_CHECK = 1
export CORE_AREA = 10 10 97 97
export DIE_AREA = 0 0 107 107
==> flow/constraint.sdc <==
current_design vga

set clk_period 2.5
set clk_io_pct 0.2

create_clock -name clk0 -period $clk_period [get_ports {pxl_clk}]

set non_clock_inputs [all_inputs -no_clocks]
set_input_delay [expr $clk_period * $clk_io_pct] -clock clk0 $non_clock_inputs
set_output_delay [expr $clk_period * $clk_io_pct] -clock clk0 [all_outputs]
==> reports/metrics.csv <==
stage;metric;value;unit
placed_design;place_hpwl;2050;µm
floorplan;chipArea;0.0114;mm²
global_routing;grtUsageTotal;4.78;%
timing;maxSlewViolCount;0;
job;tool_warnings;27;
floorplan;initCoreUtil;16.0;%
setup_path;crit_chain;clkdlybuf4s50_1;
setup_path;crit_type;reg -> out;
clock_tree;cts_root_buf;clkbuf_8;
synthesis;synth.avg_cell_area;9.55;µm²
global_routing;grt_pass1_vias;864;
global_routing;gr-total-overflow;0;
job;cap_violations;0;
clock_tree;cts_sinks;22;
timing;relSlewSlack;50.7;%
synthesis;ys_warn_count;1;
clock_tree;clk_latency;0.25;ns
clock_tree;cts_resized;0;
timing;finClkSkew;0.00284;ns
routing;vias_per_cell;3.77;
routing;via_count;921;
pwr;power_density;375;mW/mm²
routing;routedWlPerCell;11.1;µm
final_layout;drive_gt1_share;5.52;%
placed_design;place.gp.congestion;0.758;
routing;drc;0;
status;status;complete, no violations;
clock_tree;cts_setup_buffers;0;
setup_path;critical_path_buf_inv_count;1;
routing;ant_nets;0;
final_layout;design_area;0.00154;mm²
final_layout;utilization;21.1;%
timing;fin_tns_setup;0;ns
synthesis;ys_ff;22;
global_routing;grt_max_degree;21;
timing;period_minus_slack;1.85;ns
timing;setup_viol;0;
synthesis;ys_sh_adder;4.30;%
timing;hold_viol_final;0;
setup_path;critical-path-top-delay-family;flip-flops;
setup_path;cp-start-kind;register;
setup_path;max_stage_delay;0.55;ns
clock_tree;cts_hold_buffers;0;
routing;first_iter_violations;48;
clock_tree;clock_path_buffers;2;
synthesis;logic_family;simple AND/OR/NAND/NOR gates;
clock_tree;cts_made_buffers;3;
setup_path;worstPathArrival;1.35;ns
hold_path;hold_class;reg -> reg;
routing;routed_wl;2710;µm
clock_tree;cts.clk_slew.worst_paths;0.07;ns
floorplan;die_w;107;µm
synthesis;netlist_instances;122;
synthesis;synthXorXnorAreaFrac;6.02;%
clock_tree;cts_tree;built;
synthesis;yosys_area;0.00116;mm²
pwr;p_leak;0.580;nW
timing;fmax;540;MHz
synthesis;yosysSeqAreaShare;46.4;%
timing;rsz0062_at_grt;no;
placed_design;place_area;0.00150;mm²
floorplan;io_pins;24;
floorplan;core;0.00729;mm²
synthesis;ys_sh_aoi;9.13;%
setup_path;cp-end-kind;primary output;
synthesis;mux_share;1.72;%
synthesis;synth.distinct_cells;32;
placed_design;dp_cells;241;
synthesis;ys_sh_simple;28.1;%
timing;holdWs;0.521;ns
setup_path;critPathMaxFanout;9;
floorplan;num_rows;31;
placed_design;port_buffers;23;
timing;worst_pin_slew;0.736;ns
clock_tree;h-tree-depth;1;
routing;dr.pass1.iters;4;
global_routing;antenna_found_initial;0;
setup_path;crit_slowest_cell;dfrtp_1;
floorplan;die_h;107;µm
synthesis;netlist_area;0.00116;mm²
synthesis;ys_cells;122;
pwr;ir_drop;0.124;mV
routing;antenna_cells;0;
final_layout;seq_area;541;µm²
final_layout;instances_no_fill;244;
timing;period_used_share;74.1;%
final_layout;fillers;820;
final_layout;logic_area;574;µm²
final_layout;area_delta_synth_final;31.9;%
global_routing;grt_pass1_wl;4580;µm
setup_path;critPathRequiredTime;2.00;ns
[power breakdown]
part	total (mW)	switching (mW)	internal, mW
combinational	0.00878	0.00638	0.00240
sequential	0.355	0	0.355
clock	0.212	0.105	0.107
total	0.576	0.111	0.465
[path summary, 6_finish.rpt]
| kind | slack [ns] | depth (start not counted) | startpoint | endpoint |
|---|---|---|---|---|
| max | 0.65 | 1 | hcount[6] | hcount[6] |
| min | 0.52 | 1 | vcount[9] | vcount[8] |
| max reg2reg | 0.69 | 5 | hcount[0] | vcount[8] |
| min reg2reg | 0.52 | 1 | vcount[9] | vcount[8] |
| max in group asynchronous | 1.70 | 2 | reset_n | vcount[6] |
| min in group asynchronous | 0.59 | 2 | reset_n | hcount[9] |
[metrics by stage]
stage	power, mW	worst slack [ns]
floorplan	0.362	0.949
global placement	0.372	0.747
detailed placement	0.371	0.712
CTS	0.587	0.624
global route	0.602	0.561
finish	0.576	0.648
[Yosys cell counts]
master    number  area, µm²
dfrtp_1       20        500
nor2_1        13       48.8
o21ai_0        9       45.0
a21oi_1        8       40.0
nand2_1        7       26.3
nand3_1        7       35.0
or3_1          6       37.5
inv_1          5       18.8
xor2_1         5       43.8
ha_1           4       50.1
nand4_1        4       25.0
nor3_1         4       20.0
nand3b_1       3       22.5
xnor2_1        3       26.3
a31oi_1        2       12.5
and2_1         2       12.5
buf_4          2       15.0
dfxtp_1        2       40.0
mux2i_1        2       20.0
nor2b_1        2       12.5
a22o_1         1       8.76
and3_1         1       6.26
and4_1         1       8.76
buf_2          1       5.00
buf_6          1       11.3
nand3_4        1       17.5
nand4_2        1       12.5
nor3_4         1       16.3
nor4_1         1       6.26
or2_1          1       6.26
or2_2          1       6.26
or4_1          1       7.51
[flip-flops by register name (all words and copies together), names as in the netlist]
register and cells:
hsync 1, vsync 1, vcount 10, hcount 10
[cells in the final DEF (no fill, tap or decap), drive strengths merged]
master and count:
ha 4, or4 1, mux2i 2, xnor2 3
or2 2, or3 6, clkbuf 3, a21oi 8
inv 5, nor2 13, clkdlybuf4s50 23, dfxtp 2
dfrtp 20, nand4 5, and3 1, nor3 5
nor4 1, and4 1, o21ai 9, and2 2
nand2 7, a22o 1, nand3b 3, buf 1
nor2b 2, xor2 5, nand3 8, a31oi 2
[area by class of cell]
cell class              instances  share of cell area, %
multi-input cells              91                   37.4
well taps                      99                   8.06
flip-flops and latches         22                   35.2
inverters                       5                   1.22
clock buffers                   3                   2.69
repair buffers                 24                   15.5
[cells by family after synthesis]
family | Yosys count
xor+xnor | 8
flops | 22
compound gates | 20
fa+ha+maj | 4
mux | 2
simple gates | 57
buf+inv | 9
[per-layer routing]
layer	vias to the layer above	track usage, %	part of all wire (%)
met4	0	0.870	1.6
met3	2	0.606	2.5
met2	22	7.95	49
met1	423	6.57	47
met5	-	0	0
li1	474	-	-
Power figures rest on the tool's default switching activity, not on a simulated workload.
