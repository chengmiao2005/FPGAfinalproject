<file path="design/flow/config.mk">
export PLATFORM = sky130hd
export DESIGN_NAME = btn_ctrl
export DESIGN_NICKNAME = btn_ctrl
export VERILOG_FILES = /design/flow/design.v
export SDC_FILE = /design/flow/constraint.sdc
export NUM_CORES = 4
export LEC_CHECK = 1
export CORE_AREA = 10 10 87 87
export DIE_AREA = 0 0 97 97
</file>
<file path="design/flow/constraint.sdc">
current_design btn_ctrl

set clk_period 2.2
set clk_io_pct 0.2

create_clock -name clk0 -period $clk_period [get_ports {clk}]

set non_clock_inputs [all_inputs -no_clocks]
set_input_delay [expr $clk_period * $clk_io_pct] -clock clk0 $non_clock_inputs
set_output_delay [expr $clk_period * $clk_io_pct] -clock clk0 [all_outputs]
</file>
<file path="design/flow/design.v">
module btn_ctrl(	input clk,
				input reset_n,
				input a,
				input b,
				input c,
				output start,
				output reg [WIDTH-1:0] ctrl);
	parameter WIDTH = 6;
	parameter LIMIT = 19;
	parameter DEBOUNCE = 15000;
reg [2:0] btn;
reg [2:0] btn_d1;
reg [2:0] btn_d2;
always@(posedge clk or negedge reset_n) begin
    if(~reset_n) begin
        btn <= 3'b111;
        btn_d1 <= 3'b111;
        btn_d2 <= 3'b111;
    end else begin
        btn <= {c,b,a};
        btn_d1 <= btn;
        btn_d2 <= btn_d1;
    end
end
wire b2_fall = ~btn_d1[0] & btn_d2[0];
wire b3_fall = ~btn_d1[1] & btn_d2[1];
assign start = ~btn_d1[2] & btn_d2[2];
	always @ (posedge clk or negedge reset_n)
	begin : encoder_logic
		if (!reset_n)
		begin
			ctrl <= 9;
		end
		else if (b3_fall) 
		begin
			if (ctrl < LIMIT) 
				ctrl <= ctrl + 1'b1; 
			else
				ctrl <= ctrl; 
		end
		else if (b2_fall) 
		begin
			if (ctrl > 1) 
				ctrl <= ctrl - 1'b1; 
			else
				ctrl <= ctrl;
		end
	end
endmodule
</file>
<file path="design/flow/run.sh">
#!/bin/bash
# OpenROAD 26Q1-2900-gdf79404cd8, Yosys 0.63+post, stock flow scripts
make -C /OpenROAD-flow-scripts/flow DESIGN_CONFIG=/design/flow/config.mk WORK_HOME=/design/flow/orfs finish
</file>
==> flow_metrics.py <==
# Synthesis and PnR figures
metrics = {
    "yosys": {
        "synth.distinct_cells": 22,
        "common_cells": "11 x dfstp_2, 4 x dfrtp_1",
        "syn-cell-area_um2": 704,
        "synth-cells-yosys": 52,
        "synth.most_common_cell": "dfstp_2",
        "top_area_frac": 0.410,
        "numSynthFlops": 15,
        "ys_seq_share": 0.552,
        "synth_warnings": 1,
        "ys_top_cells_by_area": "dfstp_2 41%, dfrtp_1 14%, a22oi_2 5.3%",
        "edf_count": 0,
        "yosys_area_um2": 704,
        "largest_area_cell": "dfstp_2",
        "async_flop_share": 1.00,
        "synthCells": 52,
        "avgSynthCellArea_um2": 13.5,
        "yosys_most_used_dff": "dfstp_2",
    },
    "detailed_routing": {
        "first_pass_iters": 4,
        "wire_per_inst_um": 9.09,
        "drc": 0,
        "via_per_inst": 3.12,
        "vias": 433,
        "antenna_cells": 0,
        "wl_mm": 1.26,
        "drtIter0Drc": 4,
        "drtAntennaViolNets": 0,
    },
    "die": {
        "io_pins": 12,
        "core_area_um2": 5640,
        "die_area_um2": 9410,
        "core.rowCount": 27,
        "initial_utilization": 0.125,
        "die_width_um": 97,
        "die_height_um": 97,
    },
    "clock_network": {
        "htreeDepth": 1,
        "cts_resized": 0,
        "post-cts-setup-buffers": 0,
        "clk_latency_ns": 0.24,
        "holdBufCountCts": 0,
        "cts_buffer_depth": 2,
        "cts_buffers": 3,
        "path_clk_slew_ns": 0.06,
        "cts_num_sinks": 15,
        "cts-root-buf": "clkbuf_8",
        "cts_tree": "built",
    },
    "power": {
        "swShare": 0.324,
        "p_leak_uw": 0.000349,
        "finalPower_uw": 1060,
        "power.switching_uw": 346,
        "pwr-share-comb": 0.369,
        "p_clk_frac": 0.197,
        "seq_power_share": 0.434,
        "ir_worst_vdd_uv": 681,
        "powerDensity_nw_per_um2": 1120,
        "intPower_uw": 719,
    },
    "job": {
        "cap_viol_max_count": 0,
        "warning_count": 27,
    },
    "min_path": {
        "holdPathEnd": "btn_d1[0]",
        "hp-class": "register to register",
        "whs_path_depth": 0,
        "worst_hold_startpoint": "btn[0]",
    },
    "grt": {
        "antenna_found_initial": 0,
        "grt-ovfl-total": 0,
        "grt_max_degree": 16,
        "grt_pass1_vias": 417,
        "grt_pass1_wl_mm": 2.22,
        "grt.total_usage": 0.0279,
    },
    "sta": {
        "final.setup.tns_ns": 0,
        "fmax_mhz": 564,
        "skew_ns": 0.00301,
        "slew_headroom": 0.582,
        "rsz0062_at_grt": "false",
        "post-route-period-util": 0.806,
        "slew_viol_final": 0,
        "hold_viol": 0,
        "fin_crit_ns": 1.77,
        "setup_viol": 0,
        "worst_slew_pin_slew_ns": 0.626,
    },
    "setup_path": {
        "worst_r2r_endpoint": "ctrl[3]",
        "required_ns": 1.76,
        "start_kind": "register",
        "end_kind": "output port",
        "critical_path_class": "register to output port",
        "r2r_start": "ctrl[0]",
        "worstRegToRegCells": 6,
        "cp_max_fo": 1,
        "worst_ep_arrival_time_ns": 1.33,
        "r2r_slack_ns": 0.48,
    },
    "run_status": {
        "status": "completed",
    },
    "final_layout": {
        "layout-drive-gt1-share": 0.343,
        "combGateArea_um2": 304,
        "flop_area_um2": 389,
        "syn_to_final_growth_pct": 34.8,
        "nFillCells": 604,
    },
    "placed_design": {
        "io_buffer_count": 11,
        "hpwl_mm": 1.02,
        "place.gp.congestion": 0.790,
    },
}
==> metrics by stage <==
| stage | worst slack, ns | area, um2 | util | instances | hold slack (ns) |
|---|---|---|---|---|---|
| finish | 0.426 | 950 | 0.168 | 139 | 0.354 |
| global route | 0.317 | 950 | 0.168 | 139 | 0.363 |
| CTS | 0.392 | 950 | 0.168 | 139 | 0.356 |
| detailed placement | 0.470 | 905 | 0.160 | 135 | 0.348 |
| global placement | 0.492 | 905 | 0.160 | 135 | 0.346 |
| floorplan | 0.516 | 704 | - | 52 | 0.144 |
==> cell families after synthesis <==
group | count (synthesis) | synth area share
buf+inv | 3 | 0.0160
mux | 2 | 0.0284
fa+ha+maj | 3 | 0.0533
xor+xnor | 6 | 0.0746
flops | 15 | 0.552
simple gates | 17 | 0.165
compound gates | 6 | 0.110
==> cell usage in the layout, fill, tap and decap left out <==
cell type,n
a21oi_1,1
a22oi_2,3
clkbuf_1,1
clkbuf_8,3
clkdlybuf4s50_1,11
dfrtp_1,4
dfstp_2,11
ha_1,3
inv_1,3
mux2i_1,2
nand2_1,2
nand2_2,1
nand3_1,1
nand4_1,2
nor2_1,2
nor2b_1,3
o311ai_4,1
o31a_1,1
or2b_4,1
or3_1,1
or3_4,2
or4_1,1
or4_4,1
xnor2_1,3
xor2_1,3
==> routing by layer <==
metal / GRT usage / wire length (um) / up-vias
met2: 0.0343 / 523 / 12
met4: 0.00225 / 12 / 0
met5: 0 / 0 / -
li1: - / - / 211
met1: 0.0414 / 618 / 208
met3: 0.0165 / 110 / 2
==> worst max-delay path: stages, from the launching register on <==
cell             delay [ns]
dfstp_2                0.51
nor2b_1                0.11
clkdlybuf4s50_1        0.47
==> power by group through the flow <==
stage / Combinational [uW] / Sequential (uW) / Clock (uW)
global route: 436 / 481 / 237
CTS: 400 / 462 / 224
finish: 392 / 462 / 210
==> state kept, by name, indices dropped and copies added (netlist names) <==
signal  count
btn         3
btn_d1      3
btn_d2      3
ctrl        6
==> worst max-delay path by stage <==
stage                     start    end
after global routing  btn_d2[2]  start
after CTS             btn_d2[2]  start
final                 btn_d2[2]  start
==> cell type report <==
class / count / share of cell area
Timing Repair Buffer: 11 / 0.116
Sequential cell: 15 / 0.410
Clock buffer: 4 / 0.0474
Tap cell: 72 / 0.0949
Multi-Input combinational cell: 34 / 0.320
Inverter: 3 / 0.0119
Power is estimated from default activity; no workload was simulated.
