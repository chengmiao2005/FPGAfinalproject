$ cat design.v
module start_end(
    input   clk,
    input   rst,
    input  video_hs	,     
    input  video_vs	, 
    input  [1:0] mode,    
    input  	[9:0]  pixel_xpos	,
    input  	[9:0]  pixel_ypos  ,
    output reg [15:0] rgb565
);
reg [127:0] char_0 [0:31];
reg [127:0] char_1 [0:10];
integer i;
always@(posedge clk) begin
    if(rst) begin
        for(i=0; i<=31;i=i+1)
            char_0[i] <= 0;
    end else begin
        char_0[ 0] <= 128'h00000000000000000000000000000000;
        char_0[ 1] <= 128'h00000000000000000000000000000000;
        char_0[ 2] <= 128'h00000000000000000000000000000000;
        char_0[ 3] <= 128'h00000000000000000000000000000000;
        char_0[ 4] <= 128'h00000000000000000000000000000000;
        char_0[ 5] <= 128'h00000000000000000000000000000000;
        char_0[ 6] <= 128'h7FE07FE07FFC03807E7C03C0FC3E3FFC;
        char_0[ 7] <= 128'h18381838180C038018300C3030083184;
        char_0[ 8] <= 128'h18181818180403801820181830082186;
        char_0[ 9] <= 128'h180C180C180203801860100830084182;
        char_0[10] <= 128'h180C180C180204C01840300C30084182;
        char_0[11] <= 128'h180C180C180004C01880300C30080180;
        char_0[12] <= 128'h180C180C180004C01880600430080180;
        char_0[13] <= 128'h180C180C181004C01900600630080180;
        char_0[14] <= 128'h1818181818100C401900600630080180;
        char_0[15] <= 128'h18301830183008601B00600630080180;
        char_0[16] <= 128'h1FE01FE01FF008601D80600630080180;
        char_0[17] <= 128'h181818C0183008601D80600630080180;
        char_0[18] <= 128'h180C18C01810182018C0600630080180;
        char_0[19] <= 128'h1804186018101FF018C0600630080180;
        char_0[20] <= 128'h18061860180010301860600630080180;
        char_0[21] <= 128'h18061860180010301860200630080180;
        char_0[22] <= 128'h18061830180010301830300C30080180;
        char_0[23] <= 128'h18061830180220181830300C30080180;
        char_0[24] <= 128'h18061830180220181830100830080180;
        char_0[25] <= 128'h180C1818180420181818181818100180;
        char_0[26] <= 128'h18181818180C601C18180C301C200180;
        char_0[27] <= 128'h7FF07E1E7FFCF83E7E3E03C007C007E0;
        char_0[28] <= 128'h00000000000000000000000000000000;
        char_0[29] <= 128'h00000000000000000000000000000000;
        char_0[30] <= 128'h00000000000000000000000000000000;
        char_0[31] <= 128'h00000000000000000000000000000000;
    end
end
always@(posedge clk) begin
    if(rst) begin
        for(i=0; i<=31;i=i+1)
            char_1[i] <= 0;
    end else begin
        char_1[ 0] <= 128'h07F80380F00F7FFC00007FFCF01F7FC0;
        char_1[ 1] <= 128'h1C3C0380381C18040000180438041818;
        char_1[ 2] <= 128'h381C04C0381C1802000018022C04180C;
        char_1[ 3] <= 128'h700004C02C2C18000000180026041806;
        char_1[ 4] <= 128'hF0000C402C2C18100000181023041806;
        char_1[ 5] <= 128'hF00008602C4C1FF000001FF021841806;
        char_1[ 6] <= 128'hF0FF1820264C18100000181020C41806;
        char_1[ 7] <= 128'hF01C1030268C18000000180020641806;
        char_1[ 8] <= 128'h781C1030238C1800000018002034180C;
        char_1[ 9] <= 128'h381C2018230C180200001802201C1818;
        char_1[10] <= 128'h1E7C601C210C180C0000180C200C1860;
    end
end
reg video_vs_d;
reg content_sel;
wire vs_fall = ~video_vs & video_vs_d;
always@(posedge clk) begin
    if(rst) video_vs_d <= 0;
    else    video_vs_d <= video_vs;
end
always@(posedge clk) begin
    if(rst) content_sel <= 0;
    else if(vs_fall) begin
        content_sel <= ~content_sel;
    end
end
always@(posedge clk) begin
    if(rst) begin
        rgb565 <= 'h0;
    end else if(mode == 3)begin
        case(content_sel)
            1'b1: begin
                if(pixel_xpos >= 'd256 & pixel_xpos < 'd384 & pixel_ypos >=210 & pixel_ypos < 221) begin
                    rgb565 <= {16{char_1[pixel_ypos-210][384-pixel_xpos]}};
                end else begin
                    rgb565 <= 0;
                end
            end
            default: begin
                if(pixel_xpos >= 'd256 & pixel_xpos < 'd384 & pixel_ypos >=200 & pixel_ypos < 211) begin
                    rgb565 <= {16{char_1[pixel_ypos-200][384-pixel_xpos]}};
                end else begin
                    rgb565 <= 0;
                end
            end
        endcase
    end else begin
        case(content_sel)
            1'b1: begin
                if(pixel_xpos >= 'd256 & pixel_xpos < 'd384 & pixel_ypos >=210 & pixel_ypos < 242) begin
                    rgb565 <= {16{char_0[pixel_ypos-210][384-pixel_xpos]}};
                end else begin
                    rgb565 <= 0;
                end
            end
            default: begin
                if(pixel_xpos >= 'd256 & pixel_xpos < 'd384 & pixel_ypos >=200 & pixel_ypos < 232) begin
                    rgb565 <= {16{char_0[pixel_ypos-200][384-pixel_xpos]}};
                end else begin
                    rgb565 <= 0;
                end
            end
        endcase
    end
end
endmodule
$ cat run.sh
#!/bin/bash
# OpenROAD 26Q1-2900-gdf79404cd8, Yosys 0.63+post, stock flow scripts
make -C /OpenROAD-flow-scripts/flow DESIGN_CONFIG=/design/flow/config.mk WORK_HOME=/design/flow/orfs finish
$ cat config.mk
export PLATFORM = sky130hd
export DESIGN_NAME = start_end
export DESIGN_NICKNAME = start_end
export VERILOG_FILES = /design/flow/design.v
export SDC_FILE = /design/flow/constraint.sdc
export NUM_CORES = 4
export LEC_CHECK = 1
export CORE_UTILIZATION = 40
$ cat constraint.sdc
current_design start_end

set clk_period 17.2
set clk_io_pct 0.2

create_clock -name clk0 -period $clk_period [get_ports {clk}]

set non_clock_inputs [all_inputs -no_clocks]
set_input_delay [expr $clk_period * $clk_io_pct] -clock clk0 $non_clock_inputs
set_output_delay [expr $clk_period * $clk_io_pct] -clock clk0 [all_outputs]
==> run_results.csv <==
group,metric,value,unit
status,status,"finished clean",
worst_setup_path,worstReg2RegStart,"char_1[0][121]$_DFF_P_",
floorplanning,io_pins,42,
worst_setup_path,critPathLaunchType,"input port",
worst_setup_path,setup.worst_path.class,"input port to register",
floorplanning,chipArea,18200,sq um
worst_setup_path,critPathMaxStageDelay,0.68,ns
sta,worst_slew_pin_slew,0.971,ns
drt,first_pass_iters,7,
cts,cts_root_buffer,"clkbuf_16",
sta,setup_viol,0,
drt,post-route-drc-count,0,
pwr,ir_drop,0.0273,mV
pwr,total_power,0.306,mW
synth,ys_warn_count,3,
global_route,grt_pass1_vias,9422,
synth,synthFlopType,"dfxtp_1",
synth,synthArstFlopShare,0,
sta,max_freq,125,MHz
synth,ys_types,107,
sta,final-hold-violation-count,0,
placement,dpl.cell_count,1315,
hold_path,holdPathEnd,"content_sel$_SDFFE_PP0P_",
sta,rsz0062_at_grt,"false",
worst_setup_path,end_kind,"register",
cts,cts.htree.levels,1,
final_layout,layout-drive-gt1-share,0.0960,
sta,fin_skew,0.00247,ns
worst_setup_path,crit_family,"buffers and inverters",
global_route,grt_use_total,0.432,
flow_run,warnings,27,
floorplanning,core-area,17200,sq um
sta,finalClockPeriodUsage,0.464,
cts,clockBufferDepth,2,
hold_path,hp-start,"content_sel$_SDFFE_PP0P_",
floorplanning,dieHeight,135,microns
synth,top_area_frac,0.0795,
cts,cts_setup_buffers,0,
flow_run,maxCapViolations,0,
worst_setup_path,cp_slowest_cell,"ha_1",
placement,place_congestion,1.10,
worst_setup_path,timing.rr.end,"rgb565[14]$_SDFF_PP0_",
worst_setup_path,worstPathArrival,8.08,ns
placement,placed_area,7250,sq um
synth,top_area_cell,"a21oi_1",
worst_setup_path,reg2reg_slack,12.97,ns
floorplanning,die_w,135,microns
synth,synth_stat.cells,1153,
cts,clk_pin_slew,0.03,ns
drt,num_vias,10300,
drt,vias_per_cell,7.79,
final_layout,area_growth,3.88,%
cts,clk_latency,0.23,ns
worst_setup_path,crit_chain,"buf_2 > buf_4 > inv_1 > ha_1 > xnor2_2 > buf_4 > nor2_1 > a22oi_1 > nand4_1 > a211oi_1 > nor4_1 > nor4_1 > a22oi_1 > nand4_1 > a2bb2oi_1",
final_layout,fin_area,7330,sq um
drt,antenna_cells,0,
worst_setup_path,cp_num_cells,15,
global_route,grt_antenna_before_repair,0,
hold_path,hold_depth,2,
drt,dr.first_iter.drc_count,1800,
final_layout,fillCellCount,1839,
worst_setup_path,crit_fanout,35,
synth,synthCells,1153,
pwr,power_leakage,2.18,nW
global_route,grt_max_degree,65,
cts,cts_resized,0,
drt,drt_wl_total,39100,microns
global_route,gr-total-overflow,0,
worst_setup_path,required,17.31,ns
sta,slew_violations,0,
synth,avgSynthCellArea,6.12,sq um
cts,cts_buffers,3,
worst_setup_path,crit_buf_inv,4,
final_layout,fin_cells,1319,
placement,dp_hpwl,26100,microns
cts,clock_sinks,4,
global_route,grt_first_pass_wirelength,58600,microns
placement,port_buffers,40,
drt,ant_nets,0,
drt,wl_per_cell,29.6,microns
synth,topCellsByArea,"a21oi_1 7.9%, o21ai_0 7.4%, nand2_1 6.1%, nor2_1 4.8%, nand3_1 4.3%",
final_layout,fin_util,0.425,
synth,ys_ff,4,
cts,cts_tree,"yes",
sta,relSlewSlack,0.348,
pwr,p_per_area,41.8,nW/um^2
synth,edf_count,0,
floorplanning,row_count,48,
hold_path,min_path_type,"register to register",
sta,fin_crit,7.98,ns
floorplanning,fp-utilization,0.409,
synth,ys_area,7050,sq um
worst_setup_path,r2r.worst_path.cells,11,
synth,ys_seq_share,0.0114,
cts,ctsHoldBuffers,0,
synth,netlist_area,7050,sq um
sta,fin_tns_setup,0,ns
layout by cell type (no fill, tap or decap), types with 6 or more instances in the layout:
cell,synthesis,layout
nor2_1,91,91
buf_4,22,43
nand4_1,26,26
nand3_1,61,61
a211oi_1,17,17
o211ai_1,18,18
a311oi_1,12,12
nor4_1,22,22
a21oi_1,112,112
o32ai_1,8,8
xnor2_1,14,13
o21ai_0,105,105
or3_1,8,8
o31ai_1,9,9
a211o_1,6,6
o221ai_1,14,14
o2111ai_1,11,11
a31oi_1,26,26
nor3_1,39,39
clkdlybuf4s50_1,0,35
a2111oi_0,12,11
nand2b_1,20,20
nand2_1,115,115
mux2i_1,8,8
nor2b_1,19,19
a221oi_1,9,9
a21o_1,7,7
a32oi_1,6,6
o311ai_0,9,9
a22oi_1,11,11
o22ai_1,26,26
and3_1,6,6
or2_2,6,6
and2_1,13,13
sequential cells by signal (all words and copies together) (netlist names):
register and flops:
char_1 1, content_sel 1, rgb565 1, video_vs_d 1
Yosys cell counts (9+ instances only):
cell type	n
nand2b_1	20
o21ai_0	105
and2_1	13
buf_2	48
a221oi_1	9
a21oi_1	112
nand2_1	115
a31oi_1	26
a2111oi_0	12
buf_4	22
buf_6	11
clkbuf_1	54
o2111ai_1	11
nor3_1	39
nor2_1	91
a211oi_1	17
nor4_1	22
o22ai_1	26
nor2b_1	19
o211ai_1	18
a22oi_1	11
xnor2_1	14
o31ai_1	9
a311oi_1	12
o311ai_0	9
nand3_1	61
o221ai_1	14
nand4_1	26
through the flow:
stage / worst slack, ns / hold slack, ns
5_1_grt: 9.08 / 0.609
3_3_place_gp: 9.25 / 0.552
6_report: 9.22 / 0.580
4_1_cts: 9.47 / 0.580
3_5_place_dp: 9.26 / 0.555
2_1_floorplan: 10.74 / 0.493
worst max-delay path by stage:
stage | end | slack [ns] | from
after CTS | rgb565[14]$_SDFF_PP0_ | 9.47 | pixel_ypos[1]
final | rgb565[14]$_SDFF_PP0_ | 9.22 | pixel_ypos[1]
after global routing | rgb565[14]$_SDFF_PP0_ | 9.08 | pixel_ypos[1]
worst register-to-register path, stage by stage (launching register included):
cell       delay, ns
dfxtp_2         0.52
buf_4           0.62
and2_1          0.59
nand2_1         0.20
nor3_1          0.82
nor3_1          0.07
and2_1          0.19
o311ai_1        0.28
a221oi_1        0.20
nor4_1          0.42
a311oi_1        0.08
a2bb2oi_1       0.15
area by class of cell:
| type | count | area (sq um) | share of cell area |
|---|---|---|---|
| clock buffers | 3 | 75.1 | 0.0102 |
| inverters | 9 | 33.8 | 0.00461 |
| multi-input cells | 995 | 6160 | 0.840 |
| flip-flops and latches | 4 | 81.3 | 0.0111 |
| well taps | 225 | 282 | 0.0384 |
| repair buffers | 83 | 698 | 0.0953 |
kinds of logic (layout without fill, tap and decap cells):
group / Yosys count / in the layout / synth area share
compound gates: 485 / 485 / 0.464
xor+xnor: 24 / 24 / 0.0357
fa+ha+maj: 5 / 5 / 0.00851
buf+inv: 154 / 95 / 0.119
flops: 4 / 4 / 0.0114
mux: 11 / 11 / 0.0161
simple gates: 470 / 470 / 0.345
report_power, final:
group / total [mW] / leakage (nW) / internal (mW) / switching, mW
clock: 0.0365 / 0.0370 / 0.0297 / 0.00676
combinational: 0.259 / 2.11 / 0.0745 / 0.184
sequential: 0.0109 / 0.0331 / 0.00983 / 0.00103
metal layers:
layer,part of all wire,track usage,vias up
li1,-,-,4365
met4,0.083,0.275,0
met1,0.36,0.577,4599
met5,0,0,-
met2,0.40,0.609,1028
met3,0.15,0.117,286
Power and IR drop assume default switching activity.
